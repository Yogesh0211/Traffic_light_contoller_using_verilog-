==> /design/flow/design.v <==
`timescale 1ns / 1ps
module Traffic_Light_Controller_RTL(
    input clk,rst,
    output reg [2:0]light_M1,
    output reg [2:0]light_S,
    output reg [2:0]light_MT,
    output reg [2:0]light_M2
    );
    parameter  S1=0, S2=1, S3 =2, S4=3, S5=4,S6=5;
    reg [3:0]count;
    reg[2:0] ps;
    parameter  sec7=7,sec5=5,sec2=2,sec3=3;
    always@(posedge clk or posedge rst)
        begin
        if(rst==1)
        begin
        ps<=S1;
        count<=0;
        end
        else
            case(ps)
                S1: if(count<sec7)
                        begin
                        ps<=S1;
                        count<=count+1;
                        end
                    else
                        begin
                        ps<=S2;
                        count<=0;
                        end
                S2: if(count<sec2)
                        begin
                        ps<=S2;
                        count<=count+1;
                        end
                    else
                        begin
                        ps<=S3;
                        count<=0;
                        end
                S3: if(count<sec5)
                        begin
                        ps<=S3;
                        count<=count+1;
                        end
                    else
                        begin
                        ps<=S4;
                        count<=0;
                        end
                S4:if(count<sec2)
                        begin
                        ps<=S4;
                        count<=count+1;
                        end
                    else
                        begin
                        ps<=S5;
                        count<=0;
                        end
                S5:if(count<sec3)
                        begin
                        ps<=S5;
                        count<=count+1;
                        end
                    else
                        begin
                        ps<=S6;
                        count<=0;
                        end
                S6:if(count<sec2)
                        begin
                        ps<=S6;
                        count<=count+1;
                        end
                    else
                        begin
                        ps<=S1;
                        count<=0;
                        end
                default: ps<=S1;
                endcase
            end   
            always@(ps)    
            begin
                case(ps)
                    S1:
                    begin
                       light_M1<=3'b001;
                       light_M2<=3'b001;
                       light_MT<=3'b100;
                       light_S<=3'b100;
                    end
                    S2:
                    begin 
                       light_M1<=3'b001;
                       light_M2<=3'b010;
                       light_MT<=3'b100;
                       light_S<=3'b100;
                    end
                    S3:
                    begin
                       light_M1<=3'b001;
                       light_M2<=3'b100;
                       light_MT<=3'b001;
                       light_S<=3'b100;
                    end
                    S4:
                    begin
                       light_M1<=3'b010;
                       light_M2<=3'b100;
                       light_MT<=3'b010;
                       light_S<=3'b100;
                    end
                    S5:
                    begin
                       light_M1<=3'b100;
                       light_M2<=3'b100;
                       light_MT<=3'b100;
                       light_S<=3'b001;
                    end
                    S6:
                    begin 
                       light_M1<=3'b100;
                       light_M2<=3'b100;
                       light_MT<=3'b100;
                       light_S<=3'b010;
                    end
                    default:
                    begin 
                       light_M1<=3'b000;
                       light_M2<=3'b000;
                       light_MT<=3'b000;
                       light_S<=3'b000;
                    end
                    endcase
            end                
endmodule
==> /design/flow/run.sh <==
#!/bin/bash
# OpenROAD 26Q1-2900-gdf79404cd8, Yosys 0.63+post, stock flow scripts
make -C /OpenROAD-flow-scripts/flow DESIGN_CONFIG=/design/flow/config.mk WORK_HOME=/design/flow/orfs finish
==> /design/flow/config.mk <==
export PLATFORM = sky130hd
export DESIGN_NAME = Traffic_Light_Controller_RTL
export DESIGN_NICKNAME = Traffic_Light_Controller_RTL
export VERILOG_FILES = /design/flow/design.v
export SDC_FILE = /design/flow/constraint.sdc
export NUM_CORES = 4
export LEC_CHECK = 1
export CORE_AREA = 10 10 85 85
export DIE_AREA = 0 0 95 95
==> /design/flow/constraint.sdc <==
current_design Traffic_Light_Controller_RTL

set clk_period 2.1
set clk_io_pct 0.2

create_clock -name clk0 -period $clk_period [get_ports {clk}]

set non_clock_inputs [all_inputs -no_clocks]
set_input_delay [expr $clk_period * $clk_io_pct] -clock clk0 $non_clock_inputs
set_output_delay [expr $clk_period * $clk_io_pct] -clock clk0 [all_outputs]
==> flow_metrics.tcl <==
# collected from the flow reports
set metrics [dict create \
    topCellsByArea "sky130_fd_sc_hd__dfrtp_1, sky130_fd_sc_hd__dfstp_2, sky130_fd_sc_hd__nor2_1" \
    synth_area_per_cell_sq_um 8.74 \
    fin_ws_ns 0.0560 \
    ios 14 \
    yosys-stat-area_sq_um 673 \
    setup.worst_path.start_class "flip-flop" \
    hp-class "in2async" \
    grt_pass1_vias 592 \
    clock_pin_transition_on_the_worst_setup_and_hold_timing_paths_ns 0.05 \
    power.total_mw 0.437 \
    common_cells "sky130_fd_sc_hd__dfrtp_1, sky130_fd_sc_hd__nor2_1, sky130_fd_sc_hd__clkbuf_1, sky130_fd_sc_hd__inv_1" \
    cts_htree_levels 1 \
    detail_route.wl_per_cell_um 10.4 \
    ys_cells 77 \
    gp_congestion 0.835 \
    crit_family "simple AND/OR/NAND/NOR gates" \
    yosysTopAreaCell "sky130_fd_sc_hd__dfrtp_1" \
    slew_limit_fails 0 \
    timing.critical_path.arrival_ns 1.62 \
    critical_path.endpoint_type "output port" \
    timing.critical_path.slowest_cell_delay_ns 0.42 \
    r2r_end "count[0]" \
    clock_tree.root_cell "sky130_fd_sc_hd__clkbuf_8" \
    clock_path_buffers 2 \
    yosys.stat.seqShare 0.374 \
    die_h_um 95 \
    achievable-frequency_ghz 0.489 \
    path_cells "or2_4, or3_1, clkdlybuf4s50_1" \
    dpl-instance-area_sq_um 840 \
    critical_path.reg2reg.startpoint "ps[1]" \
    stage_log_warnings 26 \
    path_buffers 1 \
    grt_first_pass_wirelength_um 2700 \
    floorplan.die.width_um 95 \
    hold_slack_ns 0.463 \
    finalSetupViolations 0 \
    syn-cell-area_sq_um 673 \
    clkLatencyLatePin_ns 0.23 \
    grt_start_max_net_pins 12 \
    accumulated_negative_setup_slack_ns 0 \
    antenna_found_initial 0 \
    timing.final.hold_violations 0 \
    worstRegToRegCells 5 \
    clock_sinks 10 \
    routed-via-count 606 \
    yosysTopAreaCellShare 0.335 \
    final_critical_period_ns 2.04 \
    power.leakage_nw 0.407 \
    flow.area_growth_from_synthesis_pct 39.4 \
    dp_hpwl_um 1240 \
    drc 0 \
    floorplanUtilization 0.123 \
    detail_route.antenna_diodes 0 \
    design_area_sq_um 938 \
    yosysWarningCount 1 \
    netlist-cell-type-count 32 \
    finalCritPeriodShare 0.973 \
    critical_path_class "reg2out" \
    cts-hold-fix-buffers 0 \
    avgViaCountPerCell 3.72 \
    synth_cells 77 \
    die_area_sq_mm 0.00903 \
    row_count 27 \
    count_of_nets_left_with_antenna_violations_after_detail_routing 0 \
    critical_path_rt_ns 1.68 \
    grt_residual_overflow 0 \
    fin_worst_skew_ns 0.00504 \
    post_detailed_routing_wire_length_um 1700 \
    critical-path-slowest-cell "sky130_fd_sc_hd__clkdlybuf4s50_1" \
    cts_inserted_buffers 3 \
    total_of_max_cap_violations 0 \
    regToRegSetupSlack_ns 0.45 \
    timing_worst_slew_pin_value_ns 0.388 \
    globalRouteTotalUtil 0.0380 \
    synth.ff_latch_count 10 \
    outcome "finished, final reports clean" \
    synth-main-ff-cell "sky130_fd_sc_hd__dfrtp_1" \
    cts_tree "built" \
    slew_headroom 0.734 \
    cp_max_fo 4 \
    number_of_enable_type_register_cells_in_the_synthesized_netlist 0 \
    detail_route.first_pass.iterations 4 \
    fillers 614 \
    powerDensity_mw_per_mm2 466 \
    post_route_cells_drive_above_1_share 0.242 \
    io_buffer_count 13 \
    netlist.top_cell.by_instances "sky130_fd_sc_hd__dfrtp_1" \
    fraction_of_registers_with_async_set_reset 1.00 \
    first_iter_violations 32 \
    worst_slack_placed_ns 0.187 \
    ir_drop_mv 0.233 \
    core_area_sq_mm 0.00547 \
]
==> stage by stage <==
stage	instances	util
2_1_floorplan	77	-
3_3_place_gp	154	0.153
3_5_place_dp	154	0.153
4_1_cts	160	0.167
5_1_grt	163	0.171
6_report	163	0.171
==> worst max-delay path by stage <==
stage	end	cells past startpoint	slack [ns]	from
final	light_MT[2]	3	0.06	ps[4]
after global routing	light_MT[2]	3	-0.01	ps[4]
after CTS	light_M2[2]	2	0.02	ps[2]
==> routing by layer <==
metal	part of all wire	vias up	track usage
met2	0.44	28	0.0641
met5	0	-	0
met1	0.43	284	0.0424
li1	-	290	-
met3	0.12	4	0.0200
met4	0.018	0	0.00623
==> state kept, by name, indices dropped and copies added, names as in the netlist <==
register / cells
count: 4
ps: 6
==> cell families (layout without fill, tap and decap cells) <==
kind of cell / Yosys count / in the layout / synth area share
AOI/OAI and AO/OA: 18 / 18 / 0.182
muxes: 1 / 1 / 0.0149
buffers and inverters: 16 / 30 / 0.136
adders and majority gates: 2 / 2 / 0.0372
DFF: 10 / 10 / 0.374
and+or+nand+nor: 30 / 30 / 0.257
==> final cells by class <==
| type | instances | area, sq um | area share |
|---|---|---|---|
| Timing Repair Buffer | 20 | 185 | 0.197 |
| Tap cell | 72 | 90.1 | 0.0960 |
| Inverter | 6 | 22.5 | 0.0240 |
| Sequential cell | 10 | 253 | 0.269 |
| Multi-Input combinational cell | 51 | 333 | 0.355 |
| Clock buffer | 4 | 55.1 | 0.0587 |
==> power by group <==
part           internal (mW)  switching (mW)
sequential             0.193               0
combinational        0.00173         0.00378
clock                  0.165          0.0736
==> layout by cell type (no fill, tap or decap), drive strengths merged, types with 3 or more instances in the layout <==
master	synthesis	layout
a21oi	5	5
buf	2	7
clkbuf	7	4
clkdlybuf4s50	0	12
dfrtp	9	9
inv	6	6
nand2	5	5
nor2	9	9
nor3	5	5
o21ai	5	5
or3	3	3
==> what timing repair did <==
item | in CTS | in global routing
gates cloned | 0 | 0
buffers inserted | 2 | 3
gates resized | 2 | 1
endpoints found under the setup margin | 3 | 2
pin swaps | 0 | 2
Power figures rest on the tool's default switching activity, not on a simulated workload.
